## config.mk

```make
export PLATFORM = sky130hd
export DESIGN_NAME = bird
export DESIGN_NICKNAME = bird
export VERILOG_FILES = /design/flow/design.v
export SDC_FILE = /design/flow/constraint.sdc
export NUM_CORES = 4
export LEC_CHECK = 1
export CORE_UTILIZATION = 50
```

## constraint.sdc

```tcl
current_design bird

set clk_period 16.2
set clk_io_pct 0.2

create_clock -name clk0 -period $clk_period [get_ports {clk}]

set non_clock_inputs [all_inputs -no_clocks]
set_input_delay [expr $clk_period * $clk_io_pct] -clock clk0 $non_clock_inputs
set_output_delay [expr $clk_period * $clk_io_pct] -clock clk0 [all_outputs]
```

## design.v

```verilog
module bird (
		input clk,
		input [15:0] data_in,
		output reg [15:0] data_out,
		output reg [11:0] address,
		output memwt
		);
reg [11:0] pc, ir;  
reg [4:0] state;  
reg [15:0] regbank [7:0]; 
reg zeroflag;  
reg [15:0] result;  
localparam	FETCH=4'b0000,
		LDI=4'b0001, 
		LD=4'b0010,
		ST=4'b0011,
		JZ=4'b0100,
		JMP=4'b0101,
		ALU=4'b0111,
		PUSH=4'b1000,
		POP1=4'b1001,
		POP2=4'b1100,
		CALL=4'b1010,
		RET1=4'b1011,
		RET2=4'b1101;
wire zeroresult; 
always @(posedge clk)
	case(state) 
		FETCH: 
			begin
				if ( data_in[15:12]==JZ)  
					if (zeroflag)   
						state <= JMP;
					else
						state <= FETCH;  
			else
				state <= data_in[15:12];  
				ir<=data_in[11:0];  
				pc<=pc+1;  
			end
		LDI:
			begin
				regbank[ ir[2:0] ] <= data_in;  
				pc<=pc+1;  
				state <= FETCH;
			end
		LD:
			begin
				regbank[ir[2:0]] <= data_in;
				state <= FETCH;  
				end 
		ST:
			begin
				state <= FETCH;  
			end
		JMP:
			begin
				pc <= pc+ir;
				state <= FETCH;  
			end
		ALU:
			begin
				regbank[ir[2:0]]<=result;
				zeroflag<=zeroresult;
				state <= FETCH;
			end
		PUSH:
			begin
				 regbank[7]<=regbank[7]-1;
				 state <= FETCH;
			end
		POP1:
			begin
				regbank[7]<=regbank[7]+1;
				state <= POP2;
			end
		POP2: 
			begin
				regbank[ir[2:0]] <= data_in;
				state <= FETCH;
			end
		CALL: 
			begin
				regbank[7] <=regbank[7] - 1; 
			   	pc<=pc+ir;
				state <= FETCH;
			end
		RET1:  
			begin 
				regbank[7]<=regbank[7]+1;
				state <= RET2;
			end
		RET2:  
			begin
				pc <= data_in;
				state <= FETCH;
			end
	endcase
always @*
	case (state)
		LD:	address=regbank[ir[5:3]][11:0];
		ST:	address=regbank[ir[5:3]][11:0];
		PUSH:	address=regbank[7];
		POP2:	address=regbank[7];	 
		CALL:	address=regbank[7];	 
		RET2:	address=regbank[7];	 
		default: address=pc;
	endcase
assign memwt=(state==ST)|| (state==CALL) || (state==PUSH);  
always @*
	case (state)
		CALL: data_out = pc;  
		default: data_out = regbank[ir[8:6]];
	endcase
always @*  
	case (ir[11:9])
		3'h0: result = regbank[ir[8:6]]+regbank[ir[5:3]];  
		3'h1: result = regbank[ir[8:6]]-regbank[ir[5:3]];  
		3'h2: result = regbank[ir[8:6]]&regbank[ir[5:3]];  
		3'h3: result = regbank[ir[8:6]]|regbank[ir[5:3]];  
		3'h4: result = regbank[ir[8:6]]^regbank[ir[5:3]];  
		3'h7: case (ir[8:6])
			3'h0: result = !regbank[ir[5:3]];
			3'h1: result = regbank[ir[5:3]];
			3'h2: result = regbank[ir[5:3]]+1;
			3'h3: result = regbank[ir[5:3]]-1;
			default: result=16'h0000;
		     endcase
		default: result=16'h0000;
	endcase
assign zeroresult = ~|result;
initial begin;
	state=FETCH;
	zeroflag=0;
	pc=0;
end
endmodule
```

## run.sh

```bash
#!/bin/bash
# OpenROAD 26Q1-2900-gdf79404cd8, Yosys 0.63+post, stock flow scripts
make -C /OpenROAD-flow-scripts/flow DESIGN_CONFIG=/design/flow/config.mk WORK_HOME=/design/flow/orfs finish
```

==> summary.txt <==
Results of the flow run.

The run finished with clean final reports. The wire length after detailed routing stands at 36.6 mm. The slew of the pin with the lowest slew margin stands at 0.890 ns. Post-CTS repair ended up resizing 0 cells. The wire length of the first global-routing pass stands at 55.2 mm. The number of antenna violations at the first check in global routing stands at 0. Summing over the stages, the warning tally comes to 43. The worst path required time stands at 12.96 ns. The width of the die stands at 158 um.

The final antenna diode count stands at 0. Synthesis instantiated 72 different standard cells from the library. The top-area cell type share of the netlist area stands at 0.390. Sorting the synthesis cell report by count puts at the top sky130_fd_sc_hd__edfxtp_1.

In this run the clock root is driven by a sky130_fd_sc_hd__clkbuf_16. The share of post-route cells with drive strength above 1 stands at 0.144. The length of the first detailed-routing pass in iterations stands at 7. The maximum number of pins on one net before global-route repair stands at 46. The floorplan step defined a core boundary enclosing 23600 sq um. The longest incremental delay of any stage on the critical path is reported as 0.63 ns. The critical path goes through buf_4 > mux4_2 > mux2i_1 > o21ai_0 > clkdlybuf4s50_1. STA classifies the critical path startpoint as a flop.

The script logs the ratio of routed vias to standard cells as 6.27. For the final database, setup skew stands at 0.0169 ns. Per the post-CTS timing run, clock transition at the registers of the reported paths is 0.06 ns.

The critical path in this run is classified as reg -> out. Counting instances in the post-synthesis netlist gives the leading cell types as sky130_fd_sc_hd__edfxtp_1, sky130_fd_sc_hd__nor2_1, sky130_fd_sc_hd__ha_1. The depth of the worst register-to-register path stands at 18. The clock passes through at most 2 buffers. The timing report attributes the biggest portion of critical-path delay to buffers and inverters. The flop and latch count out of synthesis stands at 163. The worst setup slack after layout stands at 9.65 ns. The synthesized design contains 157 enable-type register cells. The critical path buffer and inverter count stands at 2. Per Yosys stat, the portion of area used by sequential elements is 0.400. The total count of hold-check failures in the final report stands at 0. In this run the number of H-tree levels came out at 4. The worst path in the final design needs a cycle of 6.55 ns, including I/O delays and setup. The main area contributors are sky130_fd_sc_hd__edfxtp_1, sky130_fd_sc_hd__mux4_2, sky130_fd_sc_hd__ha_1. Setup total negative slack on the finished layout was measured at 0 ns. The via count of the routed design stands at 9316. The critical-path maximum fanout stands at 45. The final antenna-violating net count stands at 0. The count of maximum capacitance violations stands at 0.

At the end of routability-driven placement, the weighted congestion stood at 0.978. The highest metal layer carrying signal wires in the routed design is met4. The final tally of max-slew violations stands at 0. In the global route stage, overall resource usage came out at 0.333.

The number of stages on the worst setup path stands at 5. The Yosys chip area stands at 12100 sq um. Buffers placed on the I/O ports in this run total 45. The layout overhead on the synthesized area stands at 12.1%. The post-synthesis async set-or-reset flop share stands at 0. After detailed routing, the wire length on met1 is 14.3 mm. Per the skew report, the later register of the worst-skew pair sees a clock latency of 0.43 ns.

In this run the cell area of the synthesized design comes to 12100 sq um. The met3 layer wire length in the routed design stands at 4.74 mm. The worst setup path is captured at an output pin. The synthesized area divided by synthesized cell count stands at 10.8 sq um. The via count of the first global-routing pass was 9249.

Synthesis handed over a netlist of 1118 instances. The sum of overflow across all layers after global routing stands at 0. The count of clock tree sinks stands at 163. The warning tally printed by Yosys for this design is 1. The number of placed I/O pins stands at 46. The routed length on met2 stands at 16.5 mm. The floorplan row count stands at 56. The routed wire length per instance stands at 24.6 um.

The die extent in y stands at 158 um. The final report lists the setup-violating endpoint count as 0. The routed layout reports a DRC error count of 0.

The tightest min-delay check is of the reg -> reg type. Once the clock tree was built, the setup fixing pass inserted 0 buffers. The ratio of final minimum period to clock period stands at 0.404. For this design, Yosys synthesis ends with a cell count of 1118. The half-perimeter wire length of the detailed placement result stands at 27.3 mm. In the hold timing report, the worst path depth is 1. Setup repair after global routing left no endpoint under its margin.

The utilization after layout stands at 0.574. For this run, the top clock speed supported by timing is 153 MHz. Before CTS, the worst setup slack after placement is 10.11 ns. The worst-case max-slew headroom was logged as 0.401.

In the floorplan report the effective utilization is 0.512. Per the synthesis report, the dominant area consumer among library cells is sky130_fd_sc_hd__edfxtp_1. Data on the critical path arrives at its endpoint at 3.31 ns. The report puts the hold buffer count at CTS at 0. The first-iteration detailed-routing DRC count stands at 675. Per the STA report, the cell with the highest stage delay on the worst path is sky130_fd_sc_hd__mux2i_1.

The synthesis report names the predominant flop master as sky130_fd_sc_hd__edfxtp_1. The overall chip area stands at 24800 sq um. CTS added clock buffers totalling 17.

TritonCTS built the clock tree.
metrics by stage:
step	instance area (sq um)	instances	hold slack, ns
floorplan	12100	1118	0.468
global placement	12900	1454	0.496
detailed placement	12900	1454	0.505
CTS	13600	1486	0.519
global route	13600	1486	0.536
finish	13600	1486	0.520
worst paths after layout:
path                                            endpoint       startpoint  slack [ns]
worst min-delay path                                flop  ir[3]$_DFFE_PP_        0.52
worst min register to register                      flop  ir[3]$_DFFE_PP_        0.52
worst max-delay path                         address[11]             flop        9.65
worst max register to register  regbank[0][14]$_DFFE_PP_             flop       10.23
state kept, by name, indices dropped and copies added, names as in the netlist, named ones only:
name      flops
ir           12
zeroflag      1
state         4
pc           12
regbank     128
layer usage:
metal	GRT usage	vias to the layer above
li1	-	4355
met3	0.167	66
met2	0.488	496
met4	0.0837	0
met5	0	-
met1	0.464	4399
worst register-to-register path, delay by kind of cell, from the launching register on:
| family | cells | cell delay [ns] |
|---|---|---|
| buf+inv | 2 | 0.69 |
| fa+ha+maj | 1 | 0.34 |
| xor+xnor | 2 | 0.34 |
| flops | 1 | 0.47 |
| compound gates | 8 | 2.25 |
| mux | 2 | 0.77 |
| simple gates | 3 | 0.83 |
logic make-up (layout without fill, tap and decap cells):
kind of cell	Yosys count	after routing	synth area share
simple gates	306	306	0.122
compound gates	269	269	0.146
flops	163	163	0.400
mux	125	125	0.167
buf+inv	119	168	0.0415
fa+ha+maj	77	77	0.0815
xor+xnor	59	59	0.0427
placed cells by master (no fill, tap or decap), types with 45 or more instances in the layout:
| cell | Yosys | routed |
|---|---|---|
| sky130_fd_sc_hd__edfxtp_1 | 157 | 157 |
| sky130_fd_sc_hd__o21ai_0 | 67 | 67 |
| sky130_fd_sc_hd__ha_1 | 74 | 74 |
| sky130_fd_sc_hd__a21oi_1 | 69 | 69 |
| sky130_fd_sc_hd__nor2_1 | 98 | 98 |
| sky130_fd_sc_hd__inv_1 | 49 | 49 |
| sky130_fd_sc_hd__nand2_1 | 72 | 72 |
| sky130_fd_sc_hd__mux2i_1 | 51 | 51 |
| sky130_fd_sc_hd__mux4_2 | 59 | 59 |
| sky130_fd_sc_hd__clkdlybuf4s50_1 | 0 | 45 |
final cells by class:
class	instances	area, sq um
clock buffers	17	425
clock inverters	15	194
fillers	2006	10100
inverters	56	213
multi-input cells	836	6770
flip-flops and latches	163	4840
well taps	319	399
repair buffers	80	713
