## flow/config.mk

```make
export PLATFORM = sky130hd
export DESIGN_NAME = keypad
export DESIGN_NICKNAME = keypad
export VERILOG_FILES = /design/flow/design.v
export SDC_FILE = /design/flow/constraint.sdc
export NUM_CORES = 4
export LEC_CHECK = 1
export CORE_UTILIZATION = 40
```

## flow/constraint.sdc

```tcl
current_design keypad

set clk_period 3.9
set clk_io_pct 0.2

create_clock -name clk0 -period $clk_period [get_ports {clk}]

set non_clock_inputs [all_inputs -no_clocks]
set_input_delay [expr $clk_period * $clk_io_pct] -clock clk0 $non_clock_inputs
set_output_delay [expr $clk_period * $clk_io_pct] -clock clk0 [all_outputs]
```

## flow/design.v

```verilog
module keypad (
						output reg [3:0] rowwrite,
						input [3:0] colread,
						input clk,
						input ack,
						input statusordata,
						output reg [15:0] keyout
						);
wire keypressed;		
reg [25:0] clk1;
reg ready;
reg [3:0] keyread, data;
reg [3:0] rowpressed;
reg [3:0] pressedcol [0:3];
reg [11:0] rowpressed_buffer0, rowpressed_buffer1, rowpressed_buffer2, rowpressed_buffer3;
reg [3:0] rowpressed_debounced;
always @(posedge clk)
	clk1<=clk1+1;
always @(posedge clk1[15])
	rowwrite<={rowwrite[2:0], rowwrite[3]};
always @(posedge clk1[15])
	if (rowwrite== 4'b1110)
		begin
			rowpressed[0]<= ~(&colread);  
			pressedcol[0]<=colread;
		end
	else if (rowwrite==4'b1101)
		begin
			rowpressed[1]<= ~(&colread);  
			pressedcol[1]<=colread;
		end
	else if (rowwrite==4'b1011)
		begin
			rowpressed[2]<= ~(&colread);  
			pressedcol[2]<=colread;
		end
	else if (rowwrite==4'b0111)
		begin
			rowpressed[3]<= ~(&colread);  
			pressedcol[3]<=colread;
		end
wire transition0_10;
wire transition0_01;
assign transition0_10=~|rowpressed_buffer0;
assign transition0_01=&rowpressed_buffer0;
wire transition1_10;
wire transition1_01;
assign transition1_10=~|rowpressed_buffer1;
assign transition1_01=&rowpressed_buffer1;
wire transition2_10;
wire transition2_01;
assign transition2_10=~|rowpressed_buffer2;
assign transition2_01=&rowpressed_buffer2;
wire transition3_10;
wire transition3_01;
assign transition3_10=~|rowpressed_buffer3;  
assign transition3_01=&rowpressed_buffer3;   
always @(posedge clk1[15])
	begin
		rowpressed_buffer0<= {rowpressed_buffer0[10:0],rowpressed[0]};
		if (rowpressed_debounced[0]==0 && transition0_01)
			rowpressed_debounced[0]<=1;
		if (rowpressed_debounced[0]==1 && transition0_10)
			rowpressed_debounced[0]<=0;
	rowpressed_buffer1<= {rowpressed_buffer1[10:0],rowpressed[1]};
		if (rowpressed_debounced[1]==0 && transition1_01)
			rowpressed_debounced[1]<=1;
		if (rowpressed_debounced[1]==1 && transition1_10)
			rowpressed_debounced[1]<=0;
	rowpressed_buffer2<= {rowpressed_buffer2[10:0],rowpressed[2]};
		if (rowpressed_debounced[2]==0 && transition2_01)
			rowpressed_debounced[2]<=1;
		if (rowpressed_debounced[2]==1 && transition2_10)
			rowpressed_debounced[2]<=0;
	rowpressed_buffer3<= {rowpressed_buffer3[10:0],rowpressed[3]};
		if (rowpressed_debounced[3]==0 && transition3_01)
			rowpressed_debounced[3]<=1;
		if (rowpressed_debounced[3]==1 && transition3_10)
			rowpressed_debounced[3]<=0;
	end 
always @*
	begin
		if (rowpressed_debounced[0]==1)
			begin
				if (pressedcol[0]==4'b1110)
					keyread=4'h1;
				else if (pressedcol[0]==4'b1101)
					keyread=4'h2;
				else if (pressedcol[0]==4'b1011)
					keyread=4'h3;
				else if (pressedcol[0]==4'b0111)
					keyread=4'hA;
				else keyread=4'b0000;
			end
		else if (rowpressed_debounced[1]==1)
			begin
				if (pressedcol[1]==4'b1110)
					keyread=4'h4;
				else if (pressedcol[1]==4'b1101)
					keyread=4'h5;
				else if (pressedcol[1]==4'b1011)
					keyread=4'h6;
				else if (pressedcol[1]==4'b0111)
					keyread=4'hB;
				else keyread=4'b0000;
			end
		else if (rowpressed_debounced[2]==1)
			begin
				if (pressedcol[2]==4'b1110)
					keyread=4'h7;
				else if (pressedcol[2]==4'b1101)
					keyread=4'h8;
				else if (pressedcol[2]==4'b1011)
					keyread=4'h9;
				else if (pressedcol[2]==4'b0111)
					keyread=4'hC;
				else keyread=4'b0000;
			end
		else if (rowpressed_debounced[3]==1)
			begin
				if (pressedcol[3]==4'b1110)
					keyread=4'hE;
				else if (pressedcol[3]==4'b1101)
					keyread=4'h0;
				else if (pressedcol[3]==4'b1011)
					keyread=4'hF;
				else if (pressedcol[3]==4'b0111)
					keyread=4'hD;
				else keyread=4'b0000;
			end
		else keyread=4'b0000;
	end  
assign keypressed= rowpressed_debounced[0]||rowpressed_debounced[1]||rowpressed_debounced[2]||rowpressed_debounced[3];
reg [1:0] keypressed_buffer;  
always @(posedge clk)
	keypressed_buffer<={keypressed_buffer[0],keypressed};
always @(posedge clk)
	if ((keypressed_buffer==2'b01)&&(ready==0))
		begin
			data<=keyread;
			ready<=1;
		end
	else if ((ack==1)&&(ready==1))
		ready<=0;
always @(*)
	if (statusordata==1)
		keyout={15'b0,ready};
	else
		keyout={12'b0,data};
initial 
	begin
		rowwrite=4'b1110;		
		ready=0;
	end
endmodule
```

## flow/run.sh

```bash
#!/bin/bash
# OpenROAD 26Q1-2900-gdf79404cd8, Yosys 0.63+post, stock flow scripts
make -C /OpenROAD-flow-scripts/flow DESIGN_CONFIG=/design/flow/config.mk WORK_HOME=/design/flow/orfs finish
```

==> flow_metrics.tcl <==
# metrics dict for downstream scripts
set metrics [dict create \
    outcome "finished clean" \
    fp-utilization 0.417 \
    ant_nets 0 \
    final-max-slew-violation-count 0 \
    slew-limit-headroom 0.456 \
    via_count_of_the_first_global_routing_pass 1559 \
    ys_chip_area_um2 3240 \
    synth-edff-count 24 \
    timing.critical_path.mode_cell "clkdlybuf4s50_1" \
    startpoint_type "primary input" \
    path_clk_slew_ns 0.07 \
    wire_length_reported_by_the_detailed_router_um 4150 \
    power_per_cell_area_nw_per_um2 114 \
    final_layout_size_suffix_gt1_frac 0.0532 \
    xor_xnor_cell_area_share_of_the_yosys_netlist 0.0650 \
    share_of_synthesized_cell_area_in_and_or_and_or_and_compound_cells 0.0333 \
    p_leak_uw 0.00122 \
    cts-buffers-inserted 3 \
    avgViaCountPerCell 4.63 \
    postLayoutSetupSlackWorst_ns 1.07 \
    drc 0 \
    timing.critical_path.arrival_ns 2.05 \
    synth_adder_area_share 0.00387 \
    critical-path-slowest-cell "clkdlybuf4s50_1" \
    htree_levels 1 \
    post_synth_main_area_contributors "dfxtp_1 (46%), edfxtp_1 (22%), xnor2_1 (3.5%), nand4_1 (3.5%), xor2_1 (3.0%)" \
    critical_path_peak_fanout 4 \
    clock_skew_ns 0.00700 \
    place.gp.congestion 0.746 \
    number_of_iterations_in_the_first_detailed_routing_pass 4 \
    core.rowCount 32 \
    critical_path.max_stage_delay_ns 0.52 \
    postCtsHoldBufs 0 \
    post_synth_instance_area_um2 3240 \
    register_pins_left_without_a_clock 76 \
    area.sequential_um2 2220 \
    number_of_unconstrained_endpoints 105 \
    area.combinational_um2 950 \
    finalSetupViolCount 0 \
    fp.dieW_um 91.9 \
    worst_slew_pin_slew_ns 0.814 \
    ys_top_cells_by_count "dfxtp_1 (75), edfxtp_1 (24), nand4_1 (18)" \
    cp_num_buf_inv 2 \
    clock_tree_from_tritoncts "built" \
    dominantRegCellSynth "dfxtp_1" \
    yosys-dominant-comb-family "simple AND/OR/NAND/NOR gates" \
    fillerInstances 713 \
    grt_util_all_layers 0.107 \
    synth_top_cell_by_count "dfxtp_1" \
    top_area_cell "dfxtp_1" \
    antenna_found_initial 0 \
    total_neg_setup_slack_ns 0 \
    synthToLayoutAreaGrowth_pct 8.35 \
    dp_worst_setup_slack_ns 1.06 \
    synth.yosys.seq_area_share 0.687 \
    cts_buffer_depth 2 \
    cts.root.buffer_cell "clkbuf_8" \
    routed-via-count 1689 \
    post_synth.cell_area_avg_um2 13.2 \
    synth-seq-cells 99 \
    dp_hpwl_um 3120 \
    hold_path_depth 0 \
    worstPathCellList "clkdlybuf4s50_1, mux2_2, clkdlybuf4s50_1" \
    finalCriticalPeriod_ns 2.83 \
    cts_setup_buffers 0 \
    globalRoute.totalOverflow 0 \
    worst_setup_path_end_kind "output pin" \
    cts_repair_resize_count 0 \
    path_delay_family "buffers and inverters" \
    synth_async_sr_flop_share 0 \
    chip_area_um2 8450 \
    reg2regPathDepth 4 \
    max_cap_viol_count 0 \
    post_synth_num_cell_types 41 \
    worstSetupPathType "in -> out" \
    yosys-stat-cells 246 \
    max_clock_freq_mhz 354 \
    grt_max_degree 78 \
    clock.latency.late_pin_ns 0.26 \
    synth-simple-area-share 0.171 \
    count_of_inserted_antenna_diode_cells 0 \
    final_min_period_over_clock_period 0.725 \
    top_cell_area_share 0.464 \
    die.size.y_um 91.9 \
    finalHoldViolations 0 \
    synth.mux.area_fraction 0.00657 \
    routedWlPerCell_um 11.4 \
    io_pins 27 \
    grt_setup_unrepaired "no" \
    worst-path-stages 3 \
    grt_pass1_wl_um 7140 \
    min-delay-path-class "reg -> reg" \
    dr.first_iter.drc_count 12 \
    syn-instance-count 246 \
    worstPathRequired_ns 3.12 \
    stage_log_warnings 25 \
    core_region_area_um2 7770 \
    place.port_buffers 14 \
    warnings_synthesis 2 \
    ir_drop_mv 0.0974 \
]
==> layer usage <==
layer  wire, um  GRT usage  share of wire  vias up
met5          0          0              0        -
met4         21    0.00651         0.0051        0
met3        100    0.00928          0.024        3
met2       1700      0.157           0.41       26
met1       2330      0.193           0.56      750
li1           -          -              -      910
==> state kept, by name, summed over array words and instances (netlist names), 12 cells and up <==
name	count
clk1	16
pressedcol	16
rowpressed_buffer0	12
rowpressed_buffer1	12
rowpressed_buffer2	12
rowpressed_buffer3	12
==> cell families after synthesis <==
| group | count (synthesis) |
|---|---|
| AOI/OAI and AO/OA | 16 |
| buffers and inverters | 16 |
| xor gates and xnor gates | 24 |
| other | 1 |
| DFF | 99 |
| and+or+nand+nor | 87 |
| muxes | 2 |
| adders and majority gates | 1 |
==> final timing paths <==
kind / startpoint / end / slack (ns)
worst max-delay path: statusordata / keyout[0] / 1.07
worst min-delay path: keypressed_buffer[0]$_DFF_P_ / keypressed_buffer[1]$_DFF_P_ / 0.36
worst max register to register: clk1[5]$_DFF_P_ / clk1[15]$_DFF_P_ / 2.50
worst min register to register: keypressed_buffer[0]$_DFF_P_ / keypressed_buffer[1]$_DFF_P_ / 0.36
==> stage by stage <==
step | power, uW | cell area (um2) | utilization | std cells | hold slack [ns]
CTS | 408 | 3510 | 0.451 | 365 | 0.367
global placement | 264 | 3460 | 0.445 | 361 | 0.346
detailed placement | 264 | 3460 | 0.445 | 361 | 0.354
global route | 416 | 3510 | 0.451 | 365 | 0.370
floorplan | 259 | 3280 | - | 257 | 0.323
finish | 400 | 3510 | 0.451 | 365 | 0.361
==> report_power, final <==
part           internal [uW]  leakage [uW]  switching (uW)
Sequential               243      0.000823               0
Clock                   71.2     0.0000255            70.6
Combinational           9.74      0.000367            4.94
==> cells in the final DEF, fill, tap and decap left out, types with 2 or more instances in the layout <==
cell | netlist | routed
nor3_1 | 5 | 5
dfxtp_1 | 75 | 74
xor2_1 | 11 | 11
a31oi_1 | 4 | 4
edfxtp_1 | 24 | 24
nand4_1 | 18 | 18
inv_1 | 3 | 3
nor2b_1 | 4 | 4
clkbuf_8 | 0 | 3
conb_1 | 1 | 12
a21oi_1 | 4 | 4
xnor2_1 | 13 | 13
nand3b_1 | 2 | 2
clkdlybuf4s50_1 | 0 | 14
nor4_1 | 12 | 12
nor2_1 | 9 | 9
nand3_1 | 8 | 8
nor3b_1 | 8 | 8
nand2_1 | 10 | 10
==> cell type report <==
type                       instances  area share
sequential                        99       0.634
clock buffer                       3      0.0118
inverter                           3     0.00321
timing repair buffer              15      0.0421
tap                              102      0.0364
clock inverter                     1     0.00143
multi-input combinational        142       0.271
No activity file was given, so power comes from the tool's default toggle rates.
