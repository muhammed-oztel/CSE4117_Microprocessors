==> flow/run.sh <==
#!/bin/bash
# OpenROAD 26Q1-2900-gdf79404cd8, Yosys 0.63+post, stock flow scripts
make -C /OpenROAD-flow-scripts/flow DESIGN_CONFIG=/design/flow/config.mk WORK_HOME=/design/flow/orfs finish
==> flow/config.mk <==
export PLATFORM = sky130hd
export DESIGN_NAME = reptile
export DESIGN_NICKNAME = reptile
export VERILOG_FILES = /design/flow/design.v
export SDC_FILE = /design/flow/constraint.sdc
export NUM_CORES = 4
export LEC_CHECK = 1
export CORE_UTILIZATION = 30
==> flow/constraint.sdc <==
current_design reptile

set clk_period 13.4
set clk_io_pct 0.2

create_clock -name clk0 -period $clk_period [get_ports {clk}]

set non_clock_inputs [all_inputs -no_clocks]
set_input_delay [expr $clk_period * $clk_io_pct] -clock clk0 $non_clock_inputs
set_output_delay [expr $clk_period * $clk_io_pct] -clock clk0 [all_outputs]
==> flow/design.v <==
module reptile (
                input clk,
                input [15:0] data_in,
                output [15:0] data_out,
                output reg [11:0] address,
                output memwt,
                output [15:0] reg0
                );
    reg [11:0] pc, ir;  
    reg [4:0]  state;  
    reg [15:0] regbank [7:0]; 
    reg zeroflag;  
    reg [15:0] result;  
    localparam  FETCH=4'b0000,
                LDI=4'b0001, 
                LD=4'b0010,
                ST=4'b0011,
                JZ=4'b0100,
                JMP=4'b0101,
                ALU=4'b0111;
    wire zeroresult;  
    always @(posedge clk)
        case(state)
            FETCH: 
            begin
                if ( data_in[15:12]==JZ)  
                    if (zeroflag)   
                        state <= JMP;
                    else
                        state <= FETCH;  
                else
                    state <= data_in[15:12];  
                ir<=data_in[11:0];  
                pc<=pc+1;  
            end
            LDI:
            begin
                regbank[ ir[2:0] ] <= data_in;  
                pc<=pc+1;  
                state <= FETCH;
            end
            LD:
                begin
                    regbank[ir[2:0]] <= data_in;
                    state <= FETCH;  
                end 
            ST:
                begin
						  state <= FETCH;  
                end    
            JMP:
                begin
                    pc <= pc+ir;
                    state <= FETCH;  
                end          
            ALU:
                begin
                    regbank[ir[2:0]]<=result;
                    zeroflag<=zeroresult;
                    state <= FETCH;
                end
        endcase
    always @*   
        case (state)
            LD:      address=regbank[ir[5:3]][11:0];
            ST:      address=regbank[ir[5:3]][11:0];
            default: address=pc;
        endcase
 assign memwt=(state==ST);
 assign data_out = regbank[ir[8:6]];
    always @*
        case (ir[11:9])
            3'h0: result = regbank[ir[8:6]]+regbank[ir[5:3]];  
            3'h1: result = regbank[ir[8:6]]-regbank[ir[5:3]];  
            3'h2: result = regbank[ir[8:6]]&regbank[ir[5:3]];  
            3'h3: result = regbank[ir[8:6]]|regbank[ir[5:3]];  
            3'h4: result = regbank[ir[8:6]]^regbank[ir[5:3]];  
            3'h7: case (ir[8:6])
                        3'h0: result = !regbank[ir[5:3]];
                        3'h1: result = regbank[ir[5:3]];
                        3'h2: result = regbank[ir[5:3]]+1;
                        3'h3: result = regbank[ir[5:3]]-1;
                        default: result=16'h0000;
                    endcase
            default: result=16'h0000;
        endcase
    assign zeroresult = ~|result;
	assign reg0=regbank[0];
    initial begin;
            state=FETCH;
				zeroflag=0;
				pc=0;
            end                        
endmodule
==> flow_summary.yaml <==
# flow metrics
routing:
  num_vias: 8602
  wl_per_cell_um: 21.36
  antenna_cells: 0
  ant_nets: 0
  vias_per_cell: 5.376
  firstDrtPassIters: 5
  wl_mm: 34.18
  drt_iter0_markers: 767
  drc: 0
run:
  maxCapViolCount: 0
  log.warning_count: 43
power_and_ir_drop:
  irDropWorstVdd_uv: 93.50
  p_leak_uw: 0.005023
  power.density_nw_per_um2: 235.6
clock_network:
  cts-resized-gates: 0
  cts_buffer_depth: 2
  cts_made_buffers: 17
  cts_root_buf: "clkbuf_16"
  post-cts-setup-buffer-count: 0
  cts_tree: "yes"
  h-tree-depth: 4
  clk_latency_ps: 430
  clock_sinks: 163
  hold_buffers: 0
  path_clk_slew_ps: 60
cells_and_area:
  syn2layout_area_growth_pct: 16.19
  num-fill-cells: 3626
  drive_above_1_share_pct: 15.89
  comb_area_um2: 6357
  seq_area_um2: 4840
floorplan:
  die_w_um: 199.0
  io_pins: 62
  dieArea_um2: 39580
  fp_util_pct: 30.68
  die_y_um: 199.0
  core-area_um2: 37930
  num_rows: 71
critical_path:
  crit_arrival_ps: 3210
  crit_type: "reg2out"
  cp_cell_sequence: "buf_4 -> mux4_2 -> mux2i_1 -> o21ai_0 -> clkdlybuf4s50_1"
  critPathLaunchType: "flop"
  worstSetupEndpointType: "output pin"
  cp_max_fo: 33
  critPathMaxStageDelay_ps: 600
  crit_slowest_cell: "mux2i_1"
  required_ps: 10720
place:
  finalWeightedCongestion: 0.9431
  dp_hpwl_mm: 25.18
  portBuffers: 61
grt:
  antenna_found_initial: 0
  overflow: 0
  grt_pass1_vias: 8413
  grt_pass1_wl_mm: 51.11
  grt_max_degree: 49
  track_usage_pct: 18.31
final_timing:
  min_period_ps: 5891
  slew_headroom_pct: 30.92
  whs_ps: 505.7
  final.period_utilization_pct: 43.96
  drv_slew: 0
  fmax_ghz: 0.1697
  rsz0062_at_grt: "no"
  final.setup.tns_ps: 0
  skew_ps: 12.70
  finalSetupViolations: 0
  hold_viol_final: 0
  worst_pin_slew_ps: 1025
min_path:
  hold_path_class: "reg2reg"
yosys:
  synthAdderAreaFrac_pct: 8.365
  synthXorXnorAreaFrac_pct: 2.860
  synth.avg_cell_area_um2: 11.47
  async_flop_share_pct: 0
  top_area_cell: "edfxtp_1"
  top_logic_kind: "multiplexers"
  yosys_warnings: 1
  synth-main-ff-cell: "edfxtp_1"
  ys_sh_mux_pct: 18.66
  top_cells_by_area: "edfxtp_1 41%, mux4_2 12%, ha_1 7.8%"
  ys_chip_area_um2: 11640
  synth_flops: 163
  top_cell_area_share_pct: 40.51
  synth_seq_share_pct: 41.54
  ys_cells: 1015
  syn_inst: 1015
  simple_gate_share_pct: 12.57
  synth_cell_type_count: 81
  edf_count: 157
  synthesis.area_um2: 11640
  yosys.area_share.aoi_pct: 12.03
outcome:
  status: "completed"
## through the flow
step | util [%] | setup WS, ps | cell area, um2 | total power [uW] | cells
floorplan | - | 8637 | 11640 | 2093 | 1015
detailed placement | 34.03 | 7695 | 12910 | 2675 | 1568
global route | 35.65 | 7069 | 13520 | 3415 | 1600
CTS | 35.65 | 7436 | 13520 | 3191 | 1600
finish | 35.65 | 7509 | 13520 | 3185 | 1600
global placement | 34.03 | 7809 | 12910 | 2663 | 1568
## synthesized netlist by cell type (8+ instances only)
| cell | number |
|---|---|
| edfxtp_1 | 157 |
| clkbuf_1 | 32 |
| nand2_1 | 73 |
| inv_1 | 52 |
| nand2b_1 | 11 |
| a21o_1 | 14 |
| mux2_2 | 17 |
| a22oi_1 | 9 |
| a31oi_1 | 10 |
| or3_1 | 9 |
| nor2b_1 | 16 |
| mux4_2 | 64 |
| ha_1 | 73 |
| nand4_1 | 10 |
| and3_1 | 12 |
| o21ai_0 | 50 |
| a21oi_1 | 50 |
| xnor2_1 | 33 |
| nand3_1 | 16 |
| nor3_1 | 25 |
| and2_1 | 15 |
| nor2_1 | 73 |
| mux2i_1 | 44 |
| buf_1 | 8 |
## placed cells by master, fill, tap and decap left out, types with 4 or more instances in the layout
cell type | synthesis | routed
dfxtp_2 | 0 | 4
a21boi_0 | 4 | 4
o31ai_1 | 6 | 6
nor2b_1 | 16 | 16
o221ai_1 | 4 | 4
ha_1 | 73 | 73
inv_1 | 52 | 52
xor2_1 | 5 | 5
clkbuf_16 | 0 | 17
nor3_1 | 25 | 23
o21ai_0 | 50 | 50
nand3b_1 | 5 | 5
or3_1 | 9 | 9
o211ai_1 | 4 | 4
nor2_1 | 73 | 73
mux4_2 | 64 | 64
clkdlybuf4s50_1 | 0 | 61
a211oi_1 | 4 | 4
a22oi_1 | 9 | 9
and3_1 | 12 | 12
a211o_1 | 5 | 5
nand3_1 | 16 | 16
a2bb2oi_1 | 4 | 4
nand2b_1 | 11 | 11
and2_1 | 15 | 15
o41ai_1 | 4 | 4
mux2i_1 | 44 | 44
a31oi_1 | 10 | 10
inv_2 | 5 | 5
nand4_1 | 10 | 10
mux2_2 | 17 | 17
edfxtp_1 | 157 | 157
a22o_1 | 5 | 5
xnor2_1 | 33 | 33
a21o_1 | 14 | 14
buf_4 | 4 | 32
a21oi_1 | 50 | 50
nand2_1 | 73 | 73
## worst paths after layout
check	endpoint	from	cells past startpoint	slack, ps
min	flop	ir[5]	1	510
max	address[6]	flop	5	7510
min reg2reg	flop	ir[5]	1	510
max reg2reg	regbank[5][13]	flop	17	7600
## routing by layer
metal	global-route usage, %	vias up	wire, um
met5	0.7663	-	0
met4	3.362	0	741
met3	7.006	35	3237
met2	29.16	400	16330
met1	24.51	4141	13870
li1	-	4026	-
## sequential cells by signal, indices dropped and copies added, names as in the netlist, named ones only
register  count
pc           12
state         4
regbank     128
ir           12
zeroflag      1
## cells by family after synthesis
family,after synthesis
XOR/XNOR,38
flip-flops,163
adder cells (fa/ha/maj),76
AND/OR/NAND/NOR,290
multiplexers,130
AND-OR/OR-AND,208
buffers and inverters,110
## layout make-up
class | instances | share of cell area, %
inverters | 59 | 1.638
repair buffers | 93 | 6.292
flip-flops and latches | 163 | 35.79
well taps | 511 | 4.728
clock buffers | 21 | 3.405
clock inverters | 11 | 1.129
multi-input cells | 742 | 47.02
## critical path: cells and delay by family (launching register included)
family                 cells  cell delay (ps)
flip-flops                 1              310
AND-OR/OR-AND              1              310
multiplexers               2             1180
buffers and inverters      2              970
## power by group
group          switching (uW)  leakage, uW  internal (uW)
clock network             195     0.000290            304
registers                56.2      0.00148            680
logic                    1120      0.00326            833
Power is estimated from default activity; no workload was simulated.
